==> flow/design.v <==
`timescale 1ns / 1ps
module Generic_RCA
  #(parameter n = 4)
  (
    input [n-1:0] x, y,
    input c_in,
    output [n-1:0] s,
    output c_out,
    output overflow
  );
  wire [n:0] c;
  assign c[0] = c_in;
  assign c_out = c[n];
  assign overflow = c[n] ^ c[n-1];
  generate
    genvar i;  
    for (i=0; i < n; i= i + 1)
    begin: stage
       full_adder FA (
           .x(x[i]),
           .y(y[i]),
           .s(s[i]),
           .c_in(c[i]),
           .c_out(c[i+1])
       );
    end
  endgenerate
endmodule
module full_adder(
  input x, y, c_in,
  output s, c_out
);
wire s0, c0, c1;
half_adder HA0 (
    .x(x),
    .y(y),
    .s(s0),
    .c(c0)
);
half_adder HA1(
    .x(s0),
    .y(c_in),
    .s(s),
    .c(c1)  
);
assign c_out = c0 | c1;
  assign { c_out, s} = x + y + c_in;
  assign s = x ^ y ^ c_in;
  assign c_out = (x & y) | ( c_in & (x ^ y));
endmodule
module half_adder(
   input x, y,
   output s, c
);
assign s = x ^ y;    
assign c = x & y;
xor sum (s, x, y);
and carry (c, x, y);
endmodule
`timescale 1ns / 1ps
module multi_adder(
    input [15:0] x, y,
    output [15:0] s_xy,
    output c_out_xy,
    input [33:0] a, b,
    output [33:0] s_ab,
    output c_out_ab
    );
    Generic_RCA #(.n(16)) adder_16 (
        .x(x),
        .y(y),
        .s(s_xy),
        .c_in(0),
        .c_out(c_out_xy)
    );
    Generic_RCA #(.n(34))adder_33 (
        .x(a),
        .y(b),
        .s(s_ab),
        .c_in(0),
        .c_out(c_out_ab)
    );
endmodule
==> flow/run.sh <==
#!/bin/bash
# OpenROAD 26Q1-2900-gdf79404cd8, Yosys 0.63+post, stock flow scripts
make -C /OpenROAD-flow-scripts/flow DESIGN_CONFIG=/design/flow/config.mk WORK_HOME=/design/flow/orfs finish
==> flow/config.mk <==
export PLATFORM = sky130hd
export DESIGN_NAME = multi_adder
export DESIGN_NICKNAME = multi_adder
export VERILOG_FILES = /design/flow/design.v
export SDC_FILE = /design/flow/constraint.sdc
export NUM_CORES = 4
export LEC_CHECK = 1
export CORE_UTILIZATION = 40
==> flow/constraint.sdc <==
current_design multi_adder

set clk_period 15.9
set clk_io_pct 0.2

create_clock -name clk0 -period $clk_period

set non_clock_inputs [all_inputs -no_clocks]
set_input_delay [expr $clk_period * $clk_io_pct] -clock clk0 $non_clock_inputs
set_output_delay [expr $clk_period * $clk_io_pct] -clock clk0 [all_outputs]
==> writeup.txt <==
The flow ran to the end, but the final reports show violations. The final reports fail on negative setup slack. The run gives 1.000 for the combinational cell fraction of total power.

Setup repair after global routing could not meet its margin everywhere. For the utilization of the core after routing, the log shows 0.795. STA classifies the critical path startpoint as an input port. The remaining number of nets flagged by the antenna check after routing was 0; the largest incremental delay on the critical path was 0.42 ns. Per the placement log, port buffering inserted 152 buffers. The part of the power in the clock network came out at 0. For the overflow left after global routing, the log shows 0. The number of warnings reported in the yosys synthesis log was 246; the via count of the first global-routing pass was 1302. The number of antenna violations at the first check in global routing is 0, and the footprint of the flip-flops and latches is 0 um^2. The post-route fraction of the period consumed by the critical path is 1.12.

The script extracted a net switching power of 0.0259 mW. The switching share of power is 0.261, and the number of setup violations in the final report is 7. For the count of final max-slew check failures, the log shows 0. From synthesis to final layout, the design area changed by 85.2%. With the number of ports placed on the die boundary at 152, the internal power of the cells is 0.0736 mW. The critical path endpoint has a required time of 12.72 ns. With the post-CTS repair timing setup buffer count at 0, the count of sequential standard cells is 0. For this run, the top clock speed supported by timing is 0.0563 GHz.

The final number of hold-violating endpoints came out at 0. Detailed placement ended at an HPWL of 3500 um. The layout cell share with drive strength beyond 1 works out to 0.215. In the hold timing report, the worst path depth is 3. With the last weighted congestion value of the routability-driven placer at 0.763, the cell count after synthesis is 131.

The critical path start-end classification is in2out. The stat command in Yosys gives a chip area of 1480 um^2. The logs give 131 for the total cells reported by yosys after synthesis and 3440 um^2 for the core region area. The tools report the post-place instance area as 2770 um^2.

The OpenROAD warning count works out to 36. The run gives 0.206 for the global-route usage over all layers. The design area was 2740 um^2; the worst-case headroom to the max-slew limit was 0.921. The number of different library cells used by synthesis comes to 4. The logs give 8 for the DRC marker count from the first detailed-route iteration and 0 for the register share of total power. The most critical hold endpoint after final layout shows a slack of 6.99 ns. The reported max-cap violation count is 0.

Measured along the x axis, the die boundary spans 62.8 um. Average wire per cell in the routed design: 12.5 um. Per the detail_route report, inserted antenna diodes total 0.

The via density per instance was 4.11; the peak supply drop was 0.0229 mV. The shortest clock period the worst path allows after layout was 17.76 ns; the overall chip area was 3940 um^2. Per the detail_route report, DRC violations left total 0. After synthesis, the mean cell area works out to 11.3 um^2. According to the report, the first pass of detailed routing completed in 2 iterations. The slack of the critical path came out at -1.86 ns. Overall power consumption after layout is estimated at 0.0995 mW.

The report lists the number of standard-cell rows as 21. With the number of vias in the routed layout at 1146, the maximum number of pins on one net before global-route repair is 2. In the post-route report, total wirelength is listed as 3490 um. The worst slack at placement came out at -2.66 ns. The core utilization at floorplan was 0.429.

Data arrives at the worst endpoint at 14.58 ns. Among the stages of the critical path, the cell type that occurs most often is sky130_fd_sc_hd__fa_2. With the power density over the cells at 36.4 nW/um^2, the die boundary height is 62.8 um. Checking hold timing, the worst path is listed with class in2out. In the final layout, the clock buffer count is 0.

Buffers inserted to repair hold after CTS numbered 0. The library cell contributing the largest single delay on the critical path is sky130_fd_sc_hd__fa_2. The critical-path maximum fanout works out to 1. In this run the cell area of the synthesized design comes to 1480 um^2. The transition time of the tightest slew-check pin was 0.118 ns. The run gives 0 as the fraction of the yosys area taken by sequential cells. For this design the static power due to leakage is 1.11 nW. The tools report the first-pass GRT wire length as 5910 um. The worst setup path is captured at a primary output.
-- repair_timing --
item	in CTS	in global routing
pin swaps	2	0
setup endpoints to repair	9	9
resized	39	3
-- metrics by stage --
stage	TNS (ns)	std cells
6_report	-7.58	279
5_1_grt	-9.55	279
4_1_cts	-7.72	279
3_5_place_dp	-14.22	279
3_3_place_gp	-13.53	279
2_1_floorplan	-5.90	131
-- worst paths after layout --
path,startpoint,to,slack (ns)
hold / removal,b[0],s_ab[0],6.99
setup / recovery,a[0],s_ab[33],-1.86
-- synthesized netlist by cell type --
library cell,count,area share
sky130_fd_sc_hd__buf_4,50,0.25
sky130_fd_sc_hd__ha_1,2,0.017
sky130_fd_sc_hd__fa_1,48,0.65
sky130_fd_sc_hd__inv_1,31,0.079
-- layout by cell type (no fill, tap or decap) --
cell / instances
sky130_fd_sc_hd__buf_2: 8
sky130_fd_sc_hd__buf_6: 2
sky130_fd_sc_hd__clkbuf_2: 1
sky130_fd_sc_hd__clkdlybuf4s15_1: 1
sky130_fd_sc_hd__clkdlybuf4s50_1: 139
sky130_fd_sc_hd__dlymetal6s2s_1: 1
sky130_fd_sc_hd__fa_1: 15
sky130_fd_sc_hd__fa_2: 33
sky130_fd_sc_hd__ha_1: 1
sky130_fd_sc_hd__ha_4: 1
sky130_fd_sc_hd__inv_1: 26
sky130_fd_sc_hd__inv_2: 5
-- worst max-delay path, delay by kind of cell --
kind                     cells  cell delay, ns
buffers and inverters        8            0.50
adder cells (fa/ha/maj)     34           10.90
-- kinds of logic after synthesis --
group	synth area share
adders and majority gates	0.667
buffers and inverters	0.333
-- power groups by stage --
stage | clock (mW) | sequential, mW | combinational, mW
finish | 0 | 0 | 0.0995
CTS | 0 | 0 | 0.102
global route | 0 | 0 | 0.113
-- layer usage --
layer	GRT usage	wire length, um
met4	0	0
met2	0.351	1830
met5	0	0
met3	0.0889	525
met1	0.275	1130
-- final cells by class --
cell class                 instances  area [um^2]
multi-input combinational         50         1080
inverter                          31          116
tap                               46         57.6
fill                             206          706
timing repair buffer             152         1480
Power is estimated from default activity; no workload was simulated.
