==> flow/design.v <==
module count_zeroes #(parameter WIDTH = 32) (
    input  logic [WIDTH-1:0] in,
    output logic [$clog2(WIDTH+1)-1:0] zero_count
);
    integer i;
    always_comb begin
        zero_count = 0;
        for (i = 0; i < WIDTH; i++)
            zero_count += (in[i] == 1'b0);
    end
endmodule
==> flow/run.sh <==
#!/bin/bash
# OpenROAD 26Q1-2900-gdf79404cd8, Yosys 0.63+post, stock flow scripts
make -C /OpenROAD-flow-scripts/flow DESIGN_CONFIG=/design/flow/config.mk WORK_HOME=/design/flow/orfs finish
==> flow/config.mk <==
export PLATFORM = sky130hd
export DESIGN_NAME = count_zeroes
export DESIGN_NICKNAME = count_zeroes
export VERILOG_FILES = /design/flow/design.v
export SDC_FILE = /design/flow/constraint.sdc
export NUM_CORES = 4
export LEC_CHECK = 1
export CORE_AREA = 10 10 95 95
export DIE_AREA = 0 0 105 105
==> flow/constraint.sdc <==
current_design count_zeroes

set clk_period 10.8
set clk_io_pct 0.2

create_clock -name clk0 -period $clk_period

set non_clock_inputs [all_inputs -no_clocks]
set_input_delay [expr $clk_period * $clk_io_pct] -clock clk0 $non_clock_inputs
set_output_delay [expr $clk_period * $clk_io_pct] -clock clk0 [all_outputs]
==> impl_results.html <==
<h3>Flow metrics</h3>
<table>
<tr><th>Metric</th><th>Value</th></tr>
<tr><th colspan="2">Floorplanning</th></tr>
<tr><td>Vertical die dimension</td><td>roughly 110 um</td></tr>
<tr><td>Total Die Area</td><td>around 11000 um^2</td></tr>
<tr><td>Count of boundary I/O pins</td><td>38</td></tr>
<tr><td>Die Wd</td><td>between 100 and 150 um</td></tr>
<tr><td>Initial core utilization</td><td>between 10% and 20%</td></tr>
<tr><td>Area of the placeable core</td><td>roughly 7000 um^2</td></tr>
<tr><td>Number of core rows</td><td>30</td></tr>
<tr><th colspan="2">Placement</th></tr>
<tr><td>Port Buf Inserts</td><td>38</td></tr>
<tr><td>Half-perimeter wire length of the detailed placement result</td><td>around 1.8 mm</td></tr>
<tr><td>Total cell area at the placement stage</td><td>1310 um^2</td></tr>
<tr><td>Final weighted congestion of routability-driven global placement</td><td>0.684</td></tr>
<tr><th colspan="2">Final timing</th></tr>
<tr><td>Setup violators final</td><td>0</td></tr>
<tr><td>Relative slew slack</td><td>roughly nine tenths</td></tr>
<tr><td>Post-Route Setup TNS</td><td>0 ps</td></tr>
<tr><td>Shortest period the worst path allows</td><td>around 9400 ps</td></tr>
<tr><td>Maximum frequency from static timing analysis</td><td>between 0.1 and 0.15 GHz</td></tr>
<tr><td>Max Transition Viols Final</td><td>0</td></tr>
<tr><td>Fin crit share</td><td>slightly below 90%</td></tr>
<tr><td>RSZ-0062 raised after global routing</td><td>no</td></tr>
<tr><td>Slew at the pin closest to its max-slew limit</td><td>approximately 130 ps</td></tr>
<tr><td>Final hold violations</td><td>0</td></tr>
<tr><th colspan="2">Finish</th></tr>
<tr><td>Clock buffer count in the final layout</td><td>0</td></tr>
<tr><td>Core utilization of the finished layout</td><td>between 10% and 20%</td></tr>
<tr><td>Post-route cell area</td><td>1310 um^2</td></tr>
<tr><td>Area added between synthesis and finish</td><td>62.2%</td></tr>
<tr><td>Flop area</td><td>0 um^2</td></tr>
<tr><td>Number of fill cells</td><td>around 770</td></tr>
<tr><td>Share of final-layout standard cells stronger than drive strength 1</td><td>about 1.6%</td></tr>
<tr><td>Final sequential cell count</td><td>0</td></tr>
<tr><th colspan="2">Clocking</th></tr>
<tr><td>Number of cells upsized or downsized after cts</td><td>0</td></tr>
<tr><td>Setup Buffers After CTS</td><td>0</td></tr>
<tr><td>Number of buffers added to fix hold violations after cts</td><td>0</td></tr>
<tr><th colspan="2">Logic synthesis</th></tr>
<tr><td>Warnings from Yosys</td><td>1</td></tr>
<tr><td>Chip Area, Yosys</td><td>between 800 and 900 um^2</td></tr>
<tr><td>Cell area after synthesis</td><td>805 um^2</td></tr>
<tr><td>Top-area cell share</td><td>about 60%</td></tr>
<tr><td>Synth Instances</td><td>85</td></tr>
<tr><td>Yosys cell count</td><td>85</td></tr>
<tr><td>Leading cell types by total area after synthesis</td><td>sky130_fd_sc_hd__fa_1 (60%), sky130_fd_sc_hd__inv_1 (21%), sky130_fd_sc_hd__ha_1 (11%)</td></tr>
<tr><td>Syn_area_per_cell</td><td>around 9.5 um^2</td></tr>
<tr><td>Sequential-to-total area share from yosys stat</td><td>0%</td></tr>
<tr><td>Top cells by count</td><td>sky130_fd_sc_hd__inv_1 (44), sky130_fd_sc_hd__fa_1 (24), sky130_fd_sc_hd__ha_1 (7)</td></tr>
<tr><td>Distinct lib cells</td><td>9</td></tr>
<tr><td>Post-synthesis cell type with the largest instance count</td><td>sky130_fd_sc_hd__inv_1</td></tr>
<tr><td>Most area-hungry cell type in the Yosys netlist</td><td>sky130_fd_sc_hd__fa_1</td></tr>
<tr><th colspan="2">Worst setup path</th></tr>
<tr><td>Top fanout value on the critical path</td><td>2</td></tr>
<tr><td>Required time of the worst setup path</td><td>8640 ps</td></tr>
<tr><td>Critical path's top delay family</td><td>adder cells</td></tr>
<tr><td>Largest stage delay on the critical path</td><td>approximately 570 ps</td></tr>
<tr><td>List of cells traversed by the critical path</td><td>clkdlybuf4s50_1 -&gt; fa_1 -&gt; inv_1 -&gt; fa_1 -&gt; fa_1 -&gt; fa_1 -&gt; fa_1 -&gt; fa_1 -&gt; ha_1 -&gt; fa_1 -&gt; a21o_1 -&gt; a21oi_2 -&gt; xnor2_1 -&gt; clkdlybuf4s50_1</td></tr>
<tr><td>Critical path startpoint category</td><td>input pin</td></tr>
<tr><td>Crit path buffers/inverters</td><td>3</td></tr>
<tr><td>Critical path class</td><td>input pin to output port</td></tr>
<tr><td>Category of the worst setup path capture point</td><td>output port</td></tr>
<tr><td>Slowest cell on the critical path</td><td>sky130_fd_sc_hd__fa_1</td></tr>
<tr><td>Arrival @ worst endpoint</td><td>7260 ps</td></tr>
<tr><td>Cell repeated most along the worst path</td><td>sky130_fd_sc_hd__fa_1</td></tr>
<tr><th colspan="2">Outcome</th></tr>
<tr><td>Status</td><td>completed</td></tr>
<tr><th colspan="2">Global route</th></tr>
<tr><td>First-pass GRT wire length</td><td>approximately 2.8 mm</td></tr>
<tr><td>Global-route met2 utilization</td><td>between 4 and 5%</td></tr>
<tr><td>Number of antenna violations at the first check in global routing</td><td>0</td></tr>
<tr><td>Remaining Overflow, GRT</td><td>0</td></tr>
<tr><td>Via count of the first global-routing pass</td><td>598</td></tr>
<tr><td>GR Util met3</td><td>less than 1%</td></tr>
<tr><td>Grt peak-use layer</td><td>met1</td></tr>
<tr><td>Largest net degree at the start of global routing</td><td>4</td></tr>
<tr><td>Met1 GRT Util</td><td>5.07%</td></tr>
<tr><td>GR Util All Layers</td><td>under 10%</td></tr>
<tr><th colspan="2">Route</th></tr>
<tr><td>Via count normalized by instance count</td><td>roughly 2.6</td></tr>
<tr><td>Final routed wirelength across all metal layers</td><td>1.81 mm</td></tr>
<tr><td>Routed WL per cell</td><td>8.26 um</td></tr>
<tr><td>Final routed DRC violation total</td><td>0</td></tr>
<tr><td>Antenna Cells</td><td>0</td></tr>
<tr><td>Remaining number of nets flagged by the antenna check after routing</td><td>0</td></tr>
<tr><td>Number of detailed-routing iterations run before antenna repair</td><td>2</td></tr>
<tr><td>Total vias in the final route</td><td>just under 600</td></tr>
<tr><td>Detailed Route Iter0 Violations</td><td>3</td></tr>
<tr><th colspan="2">Run</th></tr>
<tr><td>Tool warnings</td><td>32</td></tr>
<tr><td>Maximum Capacitance Violations</td><td>0</td></tr>
<tr><th colspan="2">Power and ir drop</th></tr>
<tr><td>Total power divided by cell area</td><td>approximately 340 nW/um^2</td></tr>
<tr><td>Cell leakage power</td><td>~0.65 nW</td></tr>
<tr><td>Largest voltage drop on the vdd net</td><td>between 0.0001 and 0.00015 V</td></tr>
<tr><th colspan="2">Hold path</th></tr>
<tr><td>Min-Delay Path Class</td><td>input pin to output port</td></tr>
</table>
-- path summary, 6_finish.rpt --
check / from / to / slack, ps / cells past startpoint
min: in[1] / zero_count[0] / 5340 / 4
max: in[30] / zero_count[4] / 1380 / 14
-- final cells by class --
type                            count  area, um^2  area share [%]
Tap cell                           96         120            9.20
Timing Repair Buffer               38         380            29.1
Inverter                           44         165            12.7
Multi-Input combinational cell     41         639            49.0
-- tightest hold or removal path, delay by kind of cell --
family / cells / cell delay, ps
adders and majority gates: 1 / 120
buffers and inverters: 3 / 900
-- per-layer routing --
metal	vias up	part of all wire, %
met1	253	53
met5	-	0
met3	0	6.1
met4	0	0
li1	299	-
met2	25	41
-- stage by stage --
stage	hold slack, ps	std cells	total power (W)	setup WS (ps)
after floorplan	4450	85	0.000240	2470
after CTS	5360	219	0.000473	1340
after global routing	5410	219	0.000511	1200
after global placement	5350	219	0.000471	1350
final	5340	219	0.000449	1380
after detailed placement	5360	219	0.000470	1340
-- power breakdown --
part	switching [W]	total, W	leakage, nW	internal, W
clock	0	0	0	0
combinational	0.000175	0.000449	0.645	0.000274
sequential	0	0	0	0
-- cells by family after synthesis --
logic type	after synthesis	share of synthesized area [%]
fa+ha+maj	31	70.6
buf+inv	44	20.5
xor+xnor	3	3.27
compound gates	5	4.66
simple gates	2	0.933
-- cell usage in the layout, fill, tap and decap left out --
cell type                         synthesis  routed
sky130_fd_sc_hd__o21ai_0                  1       1
sky130_fd_sc_hd__ha_1                     7       7
sky130_fd_sc_hd__a21oi_2                  2       2
sky130_fd_sc_hd__nand2_1                  2       2
sky130_fd_sc_hd__clkdlybuf4s50_1          0      38
sky130_fd_sc_hd__xnor2_1                  2       2
sky130_fd_sc_hd__a21o_1                   2       2
sky130_fd_sc_hd__inv_1                   44      44
sky130_fd_sc_hd__fa_1                    24      24
sky130_fd_sc_hd__xor2_1                   1       1
Power and IR drop assume default switching activity.
