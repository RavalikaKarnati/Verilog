**./run.sh**
```bash
#!/bin/bash
# OpenROAD 26Q1-2900-gdf79404cd8, Yosys 0.63+post, stock flow scripts
make -C /OpenROAD-flow-scripts/flow DESIGN_CONFIG=/design/flow/config.mk WORK_HOME=/design/flow/orfs finish
```
**./config.mk**
```make
export PLATFORM = sky130hd
export DESIGN_NAME = count_ones
export DESIGN_NICKNAME = count_ones
export VERILOG_FILES = /design/flow/design.v
export SDC_FILE = /design/flow/constraint.sdc
export NUM_CORES = 4
export LEC_CHECK = 1
export CORE_AREA = 10 10 85 85
export DIE_AREA = 0 0 95 95
```
**./constraint.sdc**
```tcl
current_design count_ones

set clk_period 8.2
set clk_io_pct 0.2

create_clock -name clk0 -period $clk_period

set non_clock_inputs [all_inputs -no_clocks]
set_input_delay [expr $clk_period * $clk_io_pct] -clock clk0 $non_clock_inputs
set_output_delay [expr $clk_period * $clk_io_pct] -clock clk0 [all_outputs]
```
**./design.v**
```verilog
module count_ones #(parameter WIDTH = 32) (
    input  logic [WIDTH-1:0] in,
    output logic [$clog2(WIDTH+1)-1:0] count
);
    integer i;
    always_comb begin
        count = 0;
        for (i = 0; i < WIDTH; i++)
            count = count + in[i];
    end
endmodule
```
==> ci_impl_report.md <==
### Yosys + OpenROAD results

| Metric | Value |
|---|---|
| Run status | complete, no violations |
| Height of the die | 95 um |
| Global-route usage over all layers | 3.95% |
| HPWL after DPL | 1.71 mm |
| Top-count cell post-synth | inv_1 |
| Post-layout period usage of the worst path | 97.8% |
| Reported max-cap violation count | 0 |
| Count of antenna-violating nets left after detailed routing | 0 |
| Crit path setup slack, layout | 0.178 ns |
| Cell taking the most area after synthesis | fa_1 |
| Vias in the first global route | 608 |
| Synthesized netlist cell count | 73 |
| # rows | 27 |
| Pwr dens | roughly 520 nW/um2 |
| Violation count after the first detailed-route iteration | 6 |
| Global-route wire length before repair | 2.88 mm |
| Number of sequential cells | 0 |
| Fraction of layout cells with a size suffix above 1 | 12.2% |
| GR Overflow Total | 0 |
| Total area of sequential cells | 0 um2 |
| Synthesized area per cell | 10.4 um2 |
| Hold WC Path Type | in -> out |
| Post-DR wirelength/cell | 9.15 um |
| Hold_sp | in[2] |
| Cell family contributing the most delay on the critical path | adder cells |
| Maximum clock rate | 0.125 GHz |
| Maximum resistive drop on vdd | 0.224 mV |
| Leading post-synthesis cells by instance count | inv_1 (30), fa_1 (24), ha_1 (7) |
| Transition time at the pin with the least slew margin | 0.188 ns |
| Final instance area | 1270 um2 |
| Cell types occupying the most area after synthesis | fa_1 (63%), inv_1 (15%), ha_1 (12%), a21oi_2 (2.3%), xnor2_1 (2.3%) |
| Number of cells traversed by the worst hold path | 3 |
| Clock buffer instance count of the final layout | 0 |
| Horizontal die dimension | 95 um |
| Yosys warning count | 1 |
| Final Core Density | 23.1% |
| Post-placement worst setup slack | -0.206 ns |
| Routability Congestion | ~0.78 |
| DIE AREA | 9030 um2 |
| Endpoints failing setup | 0 |
| CP dominant cell by count | fa_1 |
| Seq share, synth | 0% |
| TNS Setup | 0 ns |
| Hold Worst Slack | around 4.4 ns |
| Max-slew headroom | roughly 90% |
| Tally of unique sky130hd cells used after synthesis | 11 |
| Filler-free cell count of the finished design | approximately 190 |
| Shortest clock period the worst path allows after layout | 8.02 ns |
| Remaining routing DRC violations | 0 |
| Start-to-end type of the worst setup path | in -> out |
| Largest stage delay, worst path | roughly 0.56 ns |
| Worst-case hold path end point | count[0] |
| Sort of element at the start of the critical path | input pin |
| Buffers added on ports | 38 |
| Placed Instances | 185 |
| Maximum number of pins on one net before global-route repair | 4 |
| Area of the core | 5470 um2 |
| Critical Path End Type | primary output |
| Final-report max-slew violation count | 0 |
| Number of cell instances after yosys synthesis | 73 |
| Number of endpoints with negative hold slack in the final report | 0 |
| Antenna Cells | 0 |
| Number of warnings in the stage logs | 32 |
| Total power consumption of the routed design | ~0.66 mW |
| Share of the synthesized area in the top cell type | 63.4% |
| Iteration count of the initial detailed-routing pass | 2 |
| Maximum fanout along the worst path | 2 |
| CP Cell Sequence | clkdlybuf4s50_1 > inv_1 > fa_1 > inv_1 > fa_1 > fa_2 > fa_1 > fa_1 > inv_1 > fa_1 > inv_1 > ha_2 > inv_2 > fa_2 > inv_2 > clkdlybuf4s50_1 |
| Number of inserted filler cells in the final layout | between 600 and 700 |
| Routed vias | 562 |
| Combined area of all synthesized cells | 758 um2 |
| Boundary pin count | 38 |
| Placed inst area | approximately 1200 um2 |
| Worst path arrival time | 6.38 ns |
| Synth-to-layout area growth | 67.0% |
| Area of the synthesized netlist per yosys stat | 758 um2 |
| CP required | 6.56 ns |
| Number of vias per cell after detailed routing | ~3 |
| Combined area of the multi-input logic cells | 661 um2 |
| Number of antenna violations at the first check in global routing | 0 |
| Leakage Power | approximately 0.59 nW |
| Initial cell density of the core | 13.9% |
| Cell type of the slowest stage on the worst timing path | fa_2 |
| Total routed wirelength | 1.71 mm |
| Buffering stage count on the worst path with inverters included | 8 |
## routing by layer
layer	global-route usage, %	vias to the layer above	part of all wire, %
met5	0	-	0
li1	-	284	-
met4	0	0	0
met2	5.61	23	42
met3	1.68	0	12
met1	5.85	255	46
## final cells by class
class / instances / area share [%]
repair buffers: 42 / 31.8
well taps: 72 / 7.11
inverters: 30 / 8.89
multi-input cells: 43 / 52.2
## worst max-delay path by stage
stage                   from  endpoint  slack (ns)  depth (start not counted)
final                 in[11]  count[1]        0.18                         16
after global routing   in[0]  count[1]      -0.001                         16
after CTS              in[0]  count[4]        0.07                         18
## placed cells by master (no fill, tap or decap), drive strengths merged
cell	n
clkdlybuf4s50	35
inv	30
fa	24
ha	7
buf	4
a21oi	2
xnor2	2
nor2	2
nand2	2
dlygate4sd2	2
a21o	1
nand2b	1
xor2	1
o21ai	1
clkbuf	1
## power breakdown
part | internal [mW] | switching (mW) | leakage, nW | total, mW
clock network | 0 | 0 | 0 | 0
registers | 0 | 0 | 0 | 0
logic | 0.395 | 0.268 | 0.591 | 0.663
## timing repair
| item | 4_1_cts | 5_1_grt |
|---|---|---|
| setup endpoints to repair | 4 | 3 |
| pin swaps | 5 | 6 |
| hold buffers | 0 | 0 |
| buffers inserted | 1 | 1 |
| resized | 3 | 10 |
## cell families (layout without fill, tap and decap cells)
logic type,after synthesis,after routing,share of synthesized area (%)
adders and majority gates,31,31,74.9
AOI/OAI and AO/OA,4,4,3.96
and+or+nand+nor,5,5,2.81
xor gates and xnor gates,3,3,3.47
buffers and inverters,30,72,14.9
## tightest hold or removal path, delay by kind of cell
| kind | cells | cell delay [ns] |
|---|---|---|
| adders and majority gates | 1 | 0.16 |
| buffers and inverters | 2 | 0.92 |
Power figures rest on the tool's default switching activity, not on a simulated workload.
